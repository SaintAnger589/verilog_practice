**./config.mk**
```make
export PLATFORM = sky130hd
export DESIGN_NAME = narrow2wide
export DESIGN_NICKNAME = narrow2wide
export VERILOG_FILES = /design/flow/design.v
export SDC_FILE = /design/flow/constraint.sdc
export NUM_CORES = 4
export LEC_CHECK = 1
export CORE_AREA = 10 10 88 88
export DIE_AREA = 0 0 98 98
```
**./constraint.sdc**
```tcl
current_design narrow2wide

set clk_period 1.0
set clk_io_pct 0.2

create_clock -name clk0 -period $clk_period [get_ports {clk_fast}]
create_clock -name clk1 -period $clk_period [get_ports {clk_slow}]

set non_clock_inputs [all_inputs -no_clocks]
set_input_delay [expr $clk_period * $clk_io_pct] -clock clk0 $non_clock_inputs
set_output_delay [expr $clk_period * $clk_io_pct] -clock clk0 [all_outputs]
```
**./design.v**
```verilog
module narrow2wide (
    input clk_slow,
    input rst_slow,
    input clk_fast,
    input rst_fast,
    input [7:0] data_in,
    output reg [15:0] data_out
);
    reg [7:0] data_int;
    always @(posedge clk_fast or negedge rst_fast) begin
        if (!rst_fast) begin
            data_int <= 8'b0;
        end else begin
            data_int <= data_in;
        end
    end
    always @(posedge clk_slow or negedge rst_slow) begin
        if (!rst_slow) begin
            data_out <= 16'b0;
        end else begin
            data_out <= {data_in, data_int};
        end
    end
endmodule
```
**./run.sh**
```bash
#!/bin/bash
# OpenROAD 26Q1-2900-gdf79404cd8, Yosys 0.63+post, stock flow scripts
make -C /OpenROAD-flow-scripts/flow DESIGN_CONFIG=/design/flow/config.mk WORK_HOME=/design/flow/orfs finish
```
==> flow_summary.json <==
{
  "status": "finished, final reports clean",
  "grt_use_total": 0.0285,
  "endpoint_kind": "output pin",
  "largest_area_cell": "dfrtp_1",
  "grt_overflow": 0,
  "cts.reportedPaths.clkPinSlew_ps": 50,
  "path_max_fanout": 1,
  "comb_area_um2": 0,
  "rr_startpoint": "data_int[5]",
  "ys.flops": 24,
  "top_layer_used": "met4",
  "max_stage_delay_ps": 360,
  "io_pins": 28,
  "cp.required_ps": 800,
  "warnings": 26,
  "worst_path_dominant_cell_family": "flip-flops",
  "final_area_um2": 997,
  "fp_util": 0.101,
  "cp_cell_sequence": "clkdlybuf4s15_1",
  "ys_seq_frac": 1.00,
  "hp-class": "in2async",
  "die_w_um": 98,
  "finalSetupTns_ps": 0,
  "die_y_um": 98,
  "ys_types": 1,
  "place_area_um2": 975,
  "core_area_um2": 5920,
  "viasPerCell": 2.38,
  "ant_nets": 0,
  "synth_chip_area_um2": 601,
  "r2r-end": "data_out[5]",
  "area_leaders": "dfrtp_1",
  "antenna_found_initial": 0,
  "start_kind": "flop",
  "netlist_area_um2": 601,
  "syn2layout_area_growth_pct": 66.0,
  "place_congestion": 0.689,
  "peakVddDrop_v": 0.000554,
  "clock_sinks": 24,
  "worstSetupPathType": "reg2out",
  "setup_viol": 0,
  "top_area_frac": 1.00,
  "wl_met1_um": 393,
  "routed_wl_um": 1380,
  "place_inst": 126,
  "met3WireLength_um": 147,
  "logic_gates": 0,
  "yosysCellCount": 24,
  "r2r_cells": 0,
  "drc": 0,
  "dr_total_vias": 314,
  "cellPowerDensity_nw_per_um2": 1960,
  "rsz0062_at_grt": "false",
  "insertedDiodeCount": 0,
  "synth_cells": 24,
  "layout.cells.non_filler": 132,
  "drive_gt1_frac": 0.333,
  "dr_wl_met2_um": 822,
  "worstMarginPinSlew_ps": 388,
  "syn_avg_cell_area_um2": 25.0,
  "hold_violations": 0,
  "reg2reg_slack_ps": 540,
  "die_area_um2": 9600,
  "p_leak_nw": 0.439,
  "grt_pass1_wl_um": 2190,
  "rows": 28,
  "cap_violations": 0,
  "grt_start_max_net_pins": 17,
  "portBuffers": 26,
  "cts_tree": "built",
  "total_power_w": 0.00196,
  "routedWlPerCell_um": 10.4,
  "drt_iter0_drc": 1,
  "dr.pass1.iters": 2,
  "maxSlewViolCount": 0,
  "crit_buf_inv": 1,
  "crit_slowest_cell": "dfrtp_1",
  "cp.arrival_ps": 770,
  "relSlewSlack": 0.741,
  "yosysWarnings": 1,
  "grt_pass1_vias": 419
}
cell usage in the layout, fill, tap and decap left out:
cell type and n:
buf_2 1, clkbuf_2 11, dfrtp_1 24, clkdlybuf4s15_1 4, clkdlybuf4s50_1 10, clkbuf_8 6, buf_12 1
power breakdown:
| part | leakage (nW) | switching [W] | internal, W | total [W] |
|---|---|---|---|---|
| Sequential | 0.280 | 0.0000129 | 0.00102 | 0.00104 |
| Combinational | 0.116 | 0.0000347 | 0.0000671 | 0.000102 |
| Clock | 0.0431 | 0.000296 | 0.000525 | 0.000821 |
cell usage after synthesis, drive strengths merged:
library cell	n
dfrtp	24
metrics by stage:
stage / hold WS, ps / setup WS (ps) / util
floorplan: -95.6 / 488 / -
global placement: 346 / 20.6 / 0.165
detailed placement: 344 / 7.21 / 0.165
CTS: 283 / 2.38 / 0.178
global route: 291 / 2.39 / 0.168
finish: 272 / 28.9 / 0.168
worst max-delay path by stage:
stage                start           end  slack, ps  cells past startpoint
CTS           data_out[10]  data_out[10]          2                      1
global route   data_out[1]   data_out[1]          2                      1
finish        data_out[12]  data_out[12]         30                      1
layer usage:
metal	vias up	global-route usage
met3	4	0.0192
met4	0	0.0101
li1	138	-
met1	159	0.0222
met5	-	0
met2	13	0.0538
logic make-up after synthesis:
family  count (synthesis)  share of synthesized area
DFF                    24                       1.00
what timing repair did:
action / 4_1_cts / 5_1_grt
hold buffers: 0 / 0
endpoints found under the hold margin: 0 / 0
pin swaps: 0 / 0
endpoints found under the setup margin: 16 / 11
gates resized: 33 / 11
setup buffers: 0 / 0
flip-flops by register name, indices dropped and copies added (netlist names):
register and cells:
data_out 16, data_int 8
final cells by class:
| cell class | instances | area, µm² |
|---|---|---|
| Fill cell | 637 | 4920 |
| Tap cell | 75 | 93.8 |
| Clock buffer | 6 | 82.6 |
| Sequential cell | 24 | 601 |
| Timing Repair Buffer | 27 | 220 |
Power figures rest on the tool's default switching activity, not on a simulated workload.

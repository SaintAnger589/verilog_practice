==> /design/flow/design.v <==
module bin2gray #(parameter SIZE = 4)
( input [SIZE-1:0] bin,
input clk,
input rst,
input inc,
output reg [SIZE-1:0] gray);
wire [SIZE-1:0] gnext;
wire [SIZE-1:0] bnext;
always @(posedge clk or negedge rst) begin
  if(!rst)
    gray <= {SIZE{1'b0}};
  else
    gray <= gnext;
end
  assign bnext = bin + inc;
  assign gnext = (bnext >> 1) ^ bnext;
endmodule
==> /design/flow/constraint.sdc <==
current_design bin2gray

set clk_period 1.0
set clk_io_pct 0.2

create_clock -name clk0 -period $clk_period [get_ports {clk}]

set non_clock_inputs [all_inputs -no_clocks]
set_input_delay [expr $clk_period * $clk_io_pct] -clock clk0 $non_clock_inputs
set_output_delay [expr $clk_period * $clk_io_pct] -clock clk0 [all_outputs]
==> /design/flow/config.mk <==
export PLATFORM = sky130hd
export DESIGN_NAME = bin2gray
export DESIGN_NICKNAME = bin2gray
export VERILOG_FILES = /design/flow/design.v
export SDC_FILE = /design/flow/constraint.sdc
export NUM_CORES = 4
export LEC_CHECK = 1
export CORE_AREA = 10 10 70 70
export DIE_AREA = 0 0 80 80
==> /design/flow/run.sh <==
#!/bin/bash
# OpenROAD 26Q1-2900-gdf79404cd8, Yosys 0.63+post, stock flow scripts
make -C /OpenROAD-flow-scripts/flow DESIGN_CONFIG=/design/flow/config.mk WORK_HOME=/design/flow/orfs finish
==> impl_metrics.xml <==
<?xml version="1.0" encoding="UTF-8"?>
<metrics>
  <group name="detailed_routing">
    <metric name="wirelength" unit="µm">486</metric>
    <metric name="vias" unit="">151</metric>
    <metric name="detail_route.first_pass.iterations" unit="">1</metric>
    <metric name="drc" unit="">0</metric>
    <metric name="drtIter0Drc" unit="">0</metric>
    <metric name="detail_route.antenna_diodes" unit="">0</metric>
    <metric name="drt-vias-per-instance" unit="">1.96</metric>
    <metric name="drt.antenna.violating_nets" unit="">0</metric>
    <metric name="avgRoutedWirePerCell" unit="µm">6.31</metric>
  </group>
  <group name="clocking">
    <metric name="hold_buffer_count_at_cts" unit="">0</metric>
    <metric name="clock_tree_from_tritoncts" unit="">built</metric>
    <metric name="ctsRootBufferMaster" unit="">sky130_fd_sc_hd__clkbuf_4</metric>
    <metric name="clkSinkCount" unit="">4</metric>
    <metric name="cts.path.max_buffers" unit="">2</metric>
    <metric name="ctsHtreeMaxLevel" unit="">1</metric>
    <metric name="clock_buffers_created_by_tritoncts" unit="">3</metric>
    <metric name="clkSlewWorstSetupHoldPaths" unit="ps">40</metric>
  </group>
  <group name="finish">
    <metric name="mostFrequentLayoutCell" unit="">sky130_fd_sc_hd__clkdlybuf4s15_1</metric>
    <metric name="synthToLayoutAreaGrowth" unit="%">117</metric>
    <metric name="fill_cells" unit="">395</metric>
    <metric name="drive_above_1_share" unit="%">38.7</metric>
    <metric name="combGateArea" unit="µm²">116</metric>
    <metric name="largest_register_ff_count" unit="">4</metric>
    <metric name="final_core_util" unit="%">12.3</metric>
    <metric name="final_design_instance_area_without_fill" unit="µm²">420</metric>
    <metric name="largest_register_by_flop_count" unit="">gray</metric>
    <metric name="largestRegisters" unit="">gray: 4 flops</metric>
    <metric name="seq_area" unit="µm²">100</metric>
    <metric name="most-common-layout-cells" unit="">sky130_fd_sc_hd__clkdlybuf4s15_1, sky130_fd_sc_hd__xnor2_1, sky130_fd_sc_hd__dfrtp_1, sky130_fd_sc_hd__buf_4</metric>
  </group>
  <group name="place">
    <metric name="last_weighted_congestion_value_of_the_routability_driven_placer" unit="">0.727</metric>
    <metric name="placed_area" unit="µm²">397</metric>
    <metric name="io_buffer_count" unit="">10</metric>
    <metric name="preCtsSetupSlack" unit="ps">-457</metric>
  </group>
  <group name="final_timing">
    <metric name="setup_viols_final" unit="">0</metric>
    <metric name="rsz0062_at_grt" unit="">false</metric>
    <metric name="period_used_share" unit="%">96.6</metric>
    <metric name="max_slew.worst_pin.slew" unit="ps">171</metric>
    <metric name="maxSlewViolCount" unit="">0</metric>
    <metric name="report.final.hold_viol_count" unit="">0</metric>
    <metric name="final.setup.worst_slack" unit="ps">34.2</metric>
    <metric name="worst_hold_slack" unit="ps">167</metric>
    <metric name="period_minus_slack" unit="ps">966</metric>
    <metric name="max_freq" unit="GHz">1.04</metric>
    <metric name="timing.max_slew.rel_slack" unit="%">88.6</metric>
  </group>
  <group name="synthesis">
    <metric name="yosys_warnings" unit="">1</metric>
    <metric name="synth_sequential_area_ratio" unit="%">51.6</metric>
    <metric name="ys_types" unit="">6</metric>
    <metric name="synth_flops" unit="">4</metric>
    <metric name="netlist_instances" unit="">14</metric>
    <metric name="synth.cell_area" unit="µm²">194</metric>
    <metric name="yosys.stat.chipArea" unit="µm²">194</metric>
    <metric name="avgSynthCellArea" unit="µm²">13.9</metric>
    <metric name="yosysCellCount" unit="">14</metric>
  </group>
  <group name="floorplan">
    <metric name="row_count" unit="">21</metric>
    <metric name="floorplanUtilization" unit="%">5.68</metric>
    <metric name="die.size.x" unit="µm">80</metric>
    <metric name="die_height" unit="µm">80</metric>
    <metric name="core_region_area" unit="µm²">3420</metric>
    <metric name="fp.dieArea" unit="µm²">6400</metric>
    <metric name="io_pins" unit="">11</metric>
  </group>
  <group name="setup_path">
    <metric name="critical_path.startpoint_type" unit="">input pin</metric>
    <metric name="worst_endpoint_required_time" unit="ps">1110</metric>
    <metric name="worst_ep_arrival_time" unit="ps">1080</metric>
    <metric name="crit_path_end_kind" unit="">flop</metric>
    <metric name="cp_max_fo" unit="">2</metric>
    <metric name="start_to_end_type_of_the_worst_setup_path" unit="">input pin to flop</metric>
  </group>
  <group name="pwr">
    <metric name="p_leak" unit="nW">0.161</metric>
    <metric name="vdd_drop_max" unit="mV">0.175</metric>
    <metric name="power.density" unit="nW/µm²">1230</metric>
  </group>
  <group name="global_route">
    <metric name="globalRouteOverflowTotal" unit="">0</metric>
    <metric name="wire_length_of_the_first_global_routing_pass" unit="µm">759</metric>
    <metric name="grt_max_degree" unit="">5</metric>
    <metric name="first_global_vias" unit="">170</metric>
    <metric name="groute.usage.overall" unit="%">1.55</metric>
    <metric name="grt_antenna_before_repair" unit="">0</metric>
  </group>
  <group name="worst_hold_path">
    <metric name="worst_hold_path_type" unit="">input pin to asynchronous set/reset pin</metric>
  </group>
  <group name="status">
    <metric name="run_status" unit="">complete, no violations</metric>
  </group>
  <group name="job">
    <metric name="tool_warnings" unit="">25</metric>
    <metric name="max_cap_violations" unit="">0</metric>
  </group>
</metrics>
==> power by group <==
part / internal, mW / switching (mW)
Combinational: 0.0905 / 0.0410
Clock: 0.134 / 0.0592
Sequential: 0.188 / 0.00538
==> synthesized netlist by cell type <==
| cell | n | area (µm²) |
|---|---|---|
| sky130_fd_sc_hd__xnor2_1 | 5 | 43.8 |
| sky130_fd_sc_hd__nand3_1 | 1 | 5.00 |
| sky130_fd_sc_hd__a21boi_2 | 1 | 11.3 |
| sky130_fd_sc_hd__xor2_1 | 1 | 8.76 |
| sky130_fd_sc_hd__dfrtp_1 | 4 | 100 |
| sky130_fd_sc_hd__ha_1 | 2 | 25.0 |
==> worst paths after layout <==
| check | start | endpoint |
|---|---|---|
| min in group clk0 | bin[0] | gray[0]$_DFF_PN0_ |
| worst min-delay path | rst | gray[3]$_DFF_PN0_ |
| max in group asynchronous | rst | gray[2]$_DFF_PN0_ |
| worst max-delay path | inc | gray[1]$_DFF_PN0_ |
==> final cells by class <==
cell class              count  share of cell area (%)
clock buffers               3                    5.36
multi-input cells          10                    27.7
flip-flops and latches      4                    23.8
well taps                  46                    13.7
repair buffers             14                    29.5
==> critical path, cell delays in order <==
cell	delay (ps)
sky130_fd_sc_hd__clkdlybuf4s15_1	170
sky130_fd_sc_hd__ha_2	200
sky130_fd_sc_hd__ha_4	260
sky130_fd_sc_hd__xnor2_2	130
sky130_fd_sc_hd__xnor2_1	120
==> metal layers <==
metal  vias up  routed length [µm]  global-route usage, %
met5         -                   0                      0
met4         0                  17                  0.704
met3         2                 163                   2.05
met2        12                 128                   1.69
met1        56                 176                   1.60
li1         81                   -                      -
==> timing repair <==
item	CTS	global route
setup endpoints to repair	8	2
setup buffers	0	0
gates resized	14	1
pin swaps	4	2
==> cells by family after synthesis <==
| logic type | Yosys count | synth area share, % |
|---|---|---|
| AOI/OAI and AO/OA | 1 | 5.81 |
| DFF | 4 | 51.6 |
| xor gates and xnor gates | 6 | 27.1 |
| adders and majority gates | 2 | 12.9 |
| and+or+nand+nor | 1 | 2.58 |
==> per-stage QoR <==
stage,total power [mW],cells,TNS (ps)
6_report,0.518,77,0
5_1_grt,0.559,77,0
4_1_cts,0.541,77,0
3_5_place_dp,0.341,74,-1520
3_3_place_gp,0.337,74,-1490
2_1_floorplan,0.238,14,0
Power figures rest on the tool's default switching activity, not on a simulated workload.

==> /design/flow/design.v <==
module fib(
  input clk,
  input rst_n,
  output [8:0] fib_seq
  );
  wire [8:0] step2_seq;
  reg [8:0] step1_seq;
  reg [8:0] curr_seq;
  always_ff @ (posedge clk or negedge rst_n) begin
    if (!rst_n) begin
      step1_seq <= 9'b1;
      curr_seq <= 9'b0;
    end else begin
      step1_seq <= curr_seq;
      curr_seq <= step2_seq;
    end
  end
  assign fib_seq = curr_seq;
  assign step2_seq = step1_seq + curr_seq;
endmodule
==> /design/flow/run.sh <==
#!/bin/bash
# OpenROAD 26Q1-2900-gdf79404cd8, Yosys 0.63+post, stock flow scripts
make -C /OpenROAD-flow-scripts/flow DESIGN_CONFIG=/design/flow/config.mk WORK_HOME=/design/flow/orfs finish
==> /design/flow/config.mk <==
export PLATFORM = sky130hd
export DESIGN_NAME = fib
export DESIGN_NICKNAME = fib
export VERILOG_FILES = /design/flow/design.v
export SDC_FILE = /design/flow/constraint.sdc
export NUM_CORES = 4
export LEC_CHECK = 1
export CORE_AREA = 10 10 82 82
export DIE_AREA = 0 0 92 92
==> /design/flow/constraint.sdc <==
current_design fib

set clk_period 3.9
set clk_io_pct 0.2

create_clock -name clk0 -period $clk_period [get_ports {clk}]

set non_clock_inputs [all_inputs -no_clocks]
set_input_delay [expr $clk_period * $clk_io_pct] -clock clk0 $non_clock_inputs
set_output_delay [expr $clk_period * $clk_io_pct] -clock clk0 [all_outputs]
==> results.json <==
{
  "die-area_um2": 8460,
  "hold_start": "curr_seq[0]",
  "ys_area_um2": 797,
  "drive_gt1_share_pct": 11.0,
  "cts_hold_buf": 0,
  "p_int_uw": 260,
  "p_total_uw": 321,
  "hold_violations": 0,
  "dieHeight_um": 92,
  "firstDrtPassIters": 2,
  "yosysWarnings": 1,
  "max_cap_violations": 0,
  "port_buffers": 10,
  "drc": 0,
  "final-comb-area_um2": 342,
  "htreeDepth": 1,
  "power_switching_uw": 60.6,
  "avgViaCountPerCell": 3.50,
  "timing.rr.start": "curr_seq[0]",
  "grt_max_degree": 19,
  "yosysUniqueCellTypes": 23,
  "insertedDiodeCount": 0,
  "finish.utilization_pct": 20.3,
  "finalClockPeriodUsage_pct": 49.7,
  "dpl.hpwl_mm": 1.05,
  "holdWs_ns": 0.409,
  "crit_slowest_cell": "clkdlybuf4s50_1",
  "syn2layout_area_growth_pct": 29.2,
  "slew_violations": 0,
  "power_frac_clock_pct": 40.4,
  "clock_skew_ns": 0.00214,
  "dr.first_iter.drc_count": 14,
  "maxSlewHeadroom_pct": 48.8,
  "final.setup.tns_ns": 0,
  "slowest_delay_ns": 0.50,
  "final_cells": 143,
  "nFillCells": 561,
  "dr_total_vias": 500,
  "tritoncts": "yes",
  "rows": 26,
  "yosysCellCount": 59,
  "drt-total-wl_mm": 1.40,
  "synth_area_leader_cell": "dfrtp_1",
  "crit_required_ns": 3.12,
  "cp-end-kind": "output port",
  "combPwrFrac_pct": 1.3,
  "edf_count": 0,
  "cts_setup_buffers": 0,
  "cp_cell_sequence": "clkdlybuf4s50_1",
  "worst_slew_pin_slew_ns": 0.766,
  "yosysMostFrequentCell": "dfrtp_1",
  "hp-class": "reg2reg",
  "warnings": 25,
  "rsz0062_at_grt": "no",
  "worstSetupStartpointType": "register",
  "regArea_um2": 452,
  "synthesis.area_um2": 797,
  "grt.total_usage_pct": 3.51,
  "fmax_ghz": 0.516,
  "avgSynthCellArea_um2": 13.5,
  "synth_top_area_share_pct": 53.4,
  "p_per_area_nw_per_um2": 311,
  "wire_per_inst_um": 9.78,
  "flop_cell": "dfrtp_1",
  "grt_pass1_vias": 503,
  "clock_latency_ns": 0.25,
  "top_level_ports": 11,
  "path_class": "reg2out",
  "top_cells_by_count": "dfrtp_1 (17), ha_1 (8), xnor2_1 (5)",
  "postSynthSeqShare_pct": 56.7,
  "period_needed_ns": 1.94,
  "clockBufferDepth": 2,
  "antenna_found_initial": 0,
  "top_cells_by_area": "dfrtp_1 (53%), ha_1 (13%), xnor2_1 (5.5%), dfstp_2 (3.3%), a21oi_1 (2.5%)",
  "coreArea_um2": 5070,
  "ant_nets": 0,
  "grt_pass1_wl_mm": 2.45,
  "path_buffers": 1,
  "pwr-share-seq_pct": 58.3,
  "crit_path_max_fanout": 4,
  "cts-root-buf": "clkbuf_8",
  "swShare_pct": 18.9,
  "p_leak_uw": 0.000500,
  "numCtsBuffers": 3,
  "globalplace.congestion": 0.813,
  "critPathTopFamily": "buffers and inverters",
  "die_w_um": 92,
  "cts_sinks": 18,
  "ir_drop_mv": 0.105,
  "place_inst": 139,
  "synthCells": 59,
  "path_clk_slew_ns": 0.06,
  "synth_flops": 18,
  "status": "completed",
  "async_reset_ff_share_pct": 100,
  "finalSetupViolCount": 0,
  "crit_arrival_ns": 1.16,
  "ctsResizeCount": 0,
  "grt_overflow": 0,
  "fp-utilization_pct": 15.7,
  "cp-startpoint": "curr_seq[1]"
}
-- per-layer routing --
| metal | share of wire [%] | routed length [um] | GRT usage (%) |
|---|---|---|---|
| met3 | 8.6 | 120 | 1.98 |
| met5 | 0 | 0 | 0 |
| met2 | 41 | 575 | 4.76 |
| met4 | 0.71 | 10 | 0.257 |
| met1 | 50 | 694 | 4.96 |
-- final timing paths --
check | to | slack, ns | cells past startpoint
hold reg to reg | step1_seq[0] | 0.41 | 0
max in group asynchronous | step1_seq[8] | 2.44 | 1
hold / removal | step1_seq[0] | 0.41 | 0
setup reg to reg | curr_seq[6] | 1.96 | 6
min in group asynchronous | curr_seq[5] | 0.98 | 1
setup / recovery | fib_seq[1] | 1.96 | 1
-- flip-flops by register name (all words and copies together), names as in the netlist --
name,cells
curr_seq,9
step1_seq,9
-- cell families (layout without fill, tap and decap cells) --
family                   count (synthesis)  after routing  share of synthesized area (%)
adder cells (fa/ha/maj)                  9              9                           15.1
AND/OR/NAND/NOR                          9              9                           5.81
buffers and inverters                    1             15                          0.471
XOR/XNOR                                 7              7                           7.69
flip-flops                              18             18                           56.7
AND-OR/OR-AND                           14             14                           13.0
multiplexers                             1              1                           1.26
-- layout make-up --
cell class / count / share of cell area (%)
multi-input combinational: 40 / 33.2
clock buffer: 4 / 4.37
tap: 70 / 8.51
timing repair buffer: 10 / 9.72
inverter: 1 / 0.365
sequential: 18 / 43.9
-- power by group through the flow --
stage / registers, uW / logic (uW) / clock network, uW
after CTS: 187 / 4.59 / 134
after global routing: 187 / 5.27 / 143
final: 187 / 4.20 / 130
-- through the flow --
step | worst slack, ns | instance area (um2)
after detailed placement | 1.98 | 985
final | 1.96 | 1030
after CTS | 1.93 | 1030
after global routing | 1.87 | 1030
after global placement | 2.02 | 985
after floorplan | 2.10 | 797
-- cell usage in the layout (no fill, tap or decap), types with 2 or more instances in the layout --
| cell | count |
|---|---|
| a21oi_1 | 4 |
| clkbuf_8 | 3 |
| clkdlybuf4s50_1 | 10 |
| dfrtp_1 | 17 |
| ha_1 | 8 |
| nand2_1 | 4 |
| nor3_1 | 2 |
| o21ai_0 | 2 |
| xnor2_1 | 5 |
| xor2_1 | 2 |
Power and IR drop assume default switching activity.
